$ cat design.v
module asynchronous_fifo #(
  parameter int DEPTH      = 8,
  parameter int DATA_WIDTH = 8
)(
  input  logic                   wclk,
  input  logic                   wrst_n,
  input  logic                   rclk,
  input  logic                   rrst_n,
  input  logic                   w_en,
  input  logic                   r_en,
  input  logic [DATA_WIDTH-1:0]  data_in,
  output logic [DATA_WIDTH-1:0]  data_out,
  output logic                   full,
  output logic                   empty
);
  localparam int PTR_WIDTH = $clog2(DEPTH);
  logic [PTR_WIDTH:0] g_wptr_sync, g_rptr_sync;
  logic [PTR_WIDTH:0] b_wptr, b_rptr;
  logic [PTR_WIDTH:0] g_wptr, g_rptr;
  flip_flop_synchronizer #(.WIDTH(PTR_WIDTH)) sync_wptr (
    .clk    (rclk),
    .rst_n  (rrst_n),
    .d_in   (g_wptr),
    .d_out  (g_wptr_sync)
  );
  flip_flop_synchronizer #(.WIDTH(PTR_WIDTH)) sync_rptr (
    .clk    (wclk),
    .rst_n  (wrst_n),
    .d_in   (g_rptr),
    .d_out  (g_rptr_sync)
  );
  write_pointer_handler #(.PTR_WIDTH(PTR_WIDTH)) wptr_h (
    .wclk        (wclk),
    .wrst_n      (wrst_n),
    .w_en        (w_en),
    .g_rptr_sync (g_rptr_sync),
    .b_wptr      (b_wptr),
    .g_wptr      (g_wptr),
    .full        (full)
  );
  read_pointer_handler #(.PTR_WIDTH(PTR_WIDTH)) rptr_h (
    .rclk        (rclk),
    .rrst_n      (rrst_n),
    .r_en        (r_en),
    .g_wptr_sync (g_wptr_sync),
    .b_rptr      (b_rptr),
    .g_rptr      (g_rptr),
    .empty       (empty)
  );
  fifo_memory #(
    .DEPTH      (DEPTH),
    .DATA_WIDTH (DATA_WIDTH),
    .PTR_WIDTH  (PTR_WIDTH)
  ) fifom (
    .wclk     (wclk),
    .w_en     (w_en),
    .rclk     (rclk),
    .r_en     (r_en),
    .b_wptr   (b_wptr),
    .b_rptr   (b_rptr),
    .data_in  (data_in),
    .full     (full),
    .empty    (empty),
    .data_out (data_out)
  );
endmodule
module fifo_memory #(
  parameter int DEPTH      = 8,
  parameter int DATA_WIDTH = 8,
  parameter int PTR_WIDTH  = 3
)(
  input  logic                   wclk,
  input  logic                   w_en,
  input  logic                   rclk,
  input  logic                   r_en,
  input  logic [PTR_WIDTH:0]     b_wptr,
  input  logic [PTR_WIDTH:0]     b_rptr,
  input  logic [DATA_WIDTH-1:0]  data_in,
  input  logic                   full,
  input  logic                   empty,
  output logic [DATA_WIDTH-1:0]  data_out
);
  logic [DATA_WIDTH-1:0] fifo [0:DEPTH-1];
  always_ff @(posedge wclk) begin
    if (w_en && !full)
      fifo[b_wptr[PTR_WIDTH-1:0]] <= data_in;
  end
  assign data_out = fifo[b_rptr[PTR_WIDTH-1:0]];
endmodule
module flip_flop_synchronizer #(parameter int WIDTH = 3) (
  input  logic               clk,
  input  logic               rst_n,
  input  logic [WIDTH:0]     d_in,
  output logic [WIDTH:0]     d_out
);
  logic [WIDTH:0] q1;
  always_ff @(posedge clk) begin
    if (!rst_n) begin
      q1     <= '0;
      d_out  <= '0;
    end else begin
      q1     <= d_in;
      d_out  <= q1;
    end
  end
endmodule
module read_pointer_handler #(parameter int PTR_WIDTH = 3) (
  input  logic                    rclk,
  input  logic                    rrst_n,
  input  logic                    r_en,
  input  logic [PTR_WIDTH:0]      g_wptr_sync,
  output logic [PTR_WIDTH:0]      b_rptr,
  output logic [PTR_WIDTH:0]      g_rptr,
  output logic                    empty
);
  logic [PTR_WIDTH:0] b_rptr_next;
  logic [PTR_WIDTH:0] g_rptr_next;
  logic               rempty;
  assign b_rptr_next = b_rptr + (r_en & !empty);
  assign g_rptr_next = (b_rptr_next >> 1) ^ b_rptr_next;
  assign rempty      = (g_wptr_sync == g_rptr_next);
  always_ff @(posedge rclk or negedge rrst_n) begin
    if (!rrst_n) begin
      b_rptr <= '0;
      g_rptr <= '0;
    end else begin
      b_rptr <= b_rptr_next;
      g_rptr <= g_rptr_next;
    end
  end
  always_ff @(posedge rclk or negedge rrst_n) begin
    if (!rrst_n)
      empty <= 1'b1;
    else
      empty <= rempty;
  end
endmodule
module write_pointer_handler #(parameter int PTR_WIDTH = 3) (
  input  logic                    wclk,
  input  logic                    wrst_n,
  input  logic                    w_en,
  input  logic [PTR_WIDTH:0]      g_rptr_sync,
  output logic [PTR_WIDTH:0]      b_wptr,
  output logic [PTR_WIDTH:0]      g_wptr,
  output logic                    full
);
  logic [PTR_WIDTH:0] b_wptr_next;
  logic [PTR_WIDTH:0] g_wptr_next;
  logic               wfull;
  logic half_fulled;
  assign b_wptr_next = b_wptr + (w_en & !full);
  assign g_wptr_next = (b_wptr_next >> 1) ^ b_wptr_next;
  always_ff @(posedge wclk or negedge wrst_n) begin
    if (!wrst_n) begin
      b_wptr <= '0;
      g_wptr <= '0;
    end else begin
      b_wptr <= b_wptr_next;
      g_wptr <= g_wptr_next;
    end
  end
  always_ff @(posedge wclk or negedge wrst_n) begin
    if (!wrst_n)
      full <= 1'b0;
    else
      full <= wfull;
  end
  assign wfull = (g_wptr_next == {~g_rptr_sync[PTR_WIDTH:PTR_WIDTH-1], g_rptr_sync[PTR_WIDTH-2:0]});
endmodule
$ cat run.sh
#!/bin/bash
# OpenROAD 26Q1-2900-gdf79404cd8, Yosys 0.63+post, stock flow scripts
make -C /OpenROAD-flow-scripts/flow DESIGN_CONFIG=/design/flow/config.mk WORK_HOME=/design/flow/orfs finish
$ cat config.mk
export PLATFORM = sky130hd
export DESIGN_NAME = asynchronous_fifo
export DESIGN_NICKNAME = asynchronous_fifo
export VERILOG_FILES = /design/flow/design.v
export SDC_FILE = /design/flow/constraint.sdc
export NUM_CORES = 4
export LEC_CHECK = 1
export CORE_UTILIZATION = 50
$ cat constraint.sdc
current_design asynchronous_fifo

set clk_period 3.3
set clk_io_pct 0.2

create_clock -name clk0 -period $clk_period [get_ports {rclk}]
create_clock -name clk1 -period $clk_period [get_ports {wclk}]

set non_clock_inputs [all_inputs -no_clocks]
set_input_delay [expr $clk_period * $clk_io_pct] -clock clk0 $non_clock_inputs
set_output_delay [expr $clk_period * $clk_io_pct] -clock clk0 [all_outputs]
==> out/qor.log <==
INFO  timing         timing.clock.skew=4.99ps
INFO  job            warning_count=27
INFO  clock_tree     post-cts-setup-buffer-count=0
INFO  setup_path     crit_path_cell_trace=mux4_1 -> mux2_2 -> clkdlybuf4s50_1
INFO  setup_path     cp_num_cells=3
INFO  timing         grt_setup_unrepaired=false
INFO  place          place_hpwl=3790µm
INFO  clock_tree     clock_sink_count=96
INFO  run_status     run_status=finished, final reports clean
INFO  pwr            sequentialPowerShare=46.4%
INFO  synthesis      synth.avg_cell_area=18.4µm²
INFO  clock_tree     ctsHoldBuffers=0
INFO  synthesis      ys_cells=205
INFO  clock_tree     post_cts.resized_instances=0
INFO  detailed_routing routedWlPerCell=17.3µm
INFO  die            boundaryPins=24
INFO  synthesis      yosys_warnings=4
INFO  detailed_routing detailroute.via_count=1797
INFO  global_route   grtUsageTotal=18.6%
INFO  setup_path     timing.critical_path.buf_inv=1
INFO  final_layout   final_cell_mix=sky130_fd_sc_hd__edfxtp_1 (64), sky130_fd_sc_hd__clkdlybuf4s50_1 (22), sky130_fd_sc_hd__and2_1 (17)
INFO  timing         setup_viol=0
INFO  detailed_routing routed_wirelength=6020µm
INFO  synthesis      synth_seq_share=70.1%
INFO  setup_path     cp_data_required_time=2640ps
INFO  detailed_routing vias_per_cell=5.16
INFO  pwr            combinationalPowerShare=30.7%
INFO  pwr            power_switching_share=28.4%
INFO  place          io_buffers=22
INFO  global_route   grt_max_degree=23
INFO  die            floorplan.die.width=88.9µm
INFO  global_route   grt_overflow=0
INFO  place          final_gp_congestion=0.740
INFO  pwr            power.clock.fraction=22.8%
INFO  synthesis      ys.flop_type=sky130_fd_sc_hd__edfxtp_1
INFO  place          dpl_worst_slack=497ps
INFO  die            die_y=88.9µm
INFO  min_path       hp-class=flip-flop to flip-flop
INFO  final_layout   final_layout_top_logic_cell=sky130_fd_sc_hd__edfxtp_1
INFO  synthesis      synth_area=3770µm²
INFO  detailed_routing diodes=0
INFO  synthesis      synth_cells=205
INFO  final_layout   nFillCells=553
INFO  synthesis      yosys.stat.chipArea=3770µm²
INFO  min_path       worst_hold_path.num_cells=1
INFO  timing         endpoints_failing_hold=0
INFO  die            placementRows=31
INFO  synthesis      number_of_enable_flip_flop_cells=64
INFO  timing         fin_tns_setup=0ps
INFO  final_layout   area.growth.synth_to_final=15.8%
INFO  pwr            internal_power=2.68mW
INFO  setup_path     category_of_the_worst_setup_path_launch_point=flip-flop
INFO  setup_path     endpoint_kind=output pin
INFO  timing         timing.final.max_slew_violations=0
INFO  detailed_routing route.detailed.drc=0
INFO  detailed_routing route.antenna.remaining_nets=0
INFO  job            drv_cap=0
INFO  global_route   number_of_global_route_vias_before_repair=1846
INFO  synthesis      ys_ff=96
INFO  timing         relSlewSlack=42.2%
INFO  timing         finalWorstSetupSlack=372ps
INFO  synthesis      async_flop_share=16.7%
INFO  setup_path     timing.critical_path.fanout_max=22
INFO  die            chip_area=7900µm²
INFO  pwr            peakVddDrop=0.000472V
INFO  synthesis      yosys.cell_types.count=33
INFO  setup_path     cpLargestDelayFamily=flip-flops
INFO  pwr            pwr_density_cell=858nW/µm²
INFO  global_route   first_pass_grt_wire_length=9540µm
INFO  timing         tightest_slew=868ps
INFO  detailed_routing drt_first_iter_violations=46
INFO  detailed_routing drt_pre_antenna_iters=4
INFO  final_layout   drive_above_1_share=16.1%
INFO  setup_path     worst_path_max_delay_cell=sky130_fd_sc_hd__dfrtp_1
INFO  setup_path     worst-r2r-cell-count=7
INFO  setup_path     cpPeakStageDelay=910ps
INFO  clock_tree     cts.reportedPaths.clkPinSlew=70ps
INFO  die            core_util_floorplan=51.8%
INFO  clock_tree     cts_tree=done
INFO  pwr            power.net_switching=1.06mW
INFO  global_route   grt_antenna_before_repair=0
INFO  pwr            cellLeakagePower=1.56nW
INFO  setup_path     critPathKind=flip-flop to output pin
INFO  die            core_area=7290µm²
INFO  setup_path     critical_path_arrival=2270ps
[through the flow]
stage	instance area (µm²)	utilization [%]	power [mW]	hold WS (ps)	std cells
finish	4370	59.9	3.75	362	348
global route	4370	59.9	3.99	362	348
CTS	4370	59.9	3.81	355	348
detailed placement	4120	56.5	2.93	414	328
global placement	4120	56.5	2.90	415	328
floorplan	3770	-	2.55	364	205
[cells by family (layout without fill, tap and decap cells)]
family	Yosys count	in the layout	synth area share (%)
and+or+nand+nor	44	44	6.40
DFF	96	96	70.1
adders and majority gates	4	4	1.33
xor gates and xnor gates	21	21	5.57
buffers and inverters	8	52	1.79
AOI/OAI and AO/OA	8	8	1.43
muxes	24	24	13.4
[cells in the mapped netlist (all sizes together), types with 3 or more instances]
cell    instances  area (µm²)
edfxtp         64        1920
and2           17         106
dfxtp          16         320
mux4           16         417
dfrtp          15         375
xnor2          11        96.3
xor2           10         114
mux2            8        90.1
nor2            8        30.0
buf             6        60.1
ha              4        50.1
nand2           4        15.0
nand2b          4        25.0
nand3           3        15.0
nor3            3        15.0
o21ai           3        15.0
[worst register-to-register path, delay by kind of cell, from the launching register on]
kind / cells / cell delay (ps)
DFF: 1 / 400
adders and majority gates: 2 / 500
AOI/OAI and AO/OA: 1 / 210
xor gates and xnor gates: 2 / 300
and+or+nand+nor: 2 / 570
[power by group through the flow]
stage	clock network [mW]	registers, mW	logic [mW]
CTS	0.883	1.75	1.18
global route	0.930	1.78	1.29
finish	0.856	1.74	1.15
[flip-flops by register name, summed over array words and instances (netlist names)]
register and flops:
sync_rptr.d_out 4, sync_wptr.q1 4, wptr_h.full 1, sync_wptr.d_out 4
wptr_h.b_wptr 4, wptr_h.g_wptr 3, rptr_h.empty 1, rptr_h.g_rptr 3
rptr_h.b_rptr 4, fifom.fifo 64, sync_rptr.q1 4
[layout make-up]
type | count | area (µm²) | share of cell area (%)
clock buffers | 13 | 179 | 4.09
clock inverters | 7 | 70.1 | 1.60
inverters | 1 | 3.75 | 0.0859
multi-input cells | 101 | 1060 | 24.3
flip-flops and latches | 96 | 2640 | 60.5
well taps | 99 | 124 | 2.83
repair buffers | 31 | 288 | 6.58
[routing by layer]
layer	track usage, %	up-vias	wire length (µm)
met3	9.46	6	557
li1	-	853	-
met4	2.35	0	57
met1	29.2	869	2540
met2	27.0	69	2860
met5	0	-	0
[final timing paths]
| kind | start | to | slack [ps] |
|---|---|---|---|
| worst min-delay path | rptr_h.g_rptr[2] | sync_rptr.q1[2] | 360 |
| max in group clk1 | w_en | wptr_h.full | 880 |
| max in group asynchronous | rrst_n | rptr_h.empty | 2160 |
| worst max-delay path | rptr_h.b_rptr[2] | data_out[3] | 370 |
| min in group clk0 | sync_wptr.q1[1] | sync_wptr.d_out[1] | 430 |
| worst max register to register | wptr_h.full | wptr_h.full | 1250 |
| worst min register to register | rptr_h.g_rptr[2] | sync_rptr.q1[2] | 360 |
| min in group asynchronous | wrst_n | wptr_h.b_wptr[0] | 660 |
Power and IR drop assume default switching activity.
